==> design.v <==
module serial_rx #(
    parameter NUM_STOP_BITS=1
)(
    input tick,  
    input rx,
    input en,  
    output [7:0] data_received,
    output busy,  
    output done,  
    output err
);
parameter RESET     = 2'b00;
parameter IDLE      = 2'b01;
parameter DATA_BITS = 2'b10;
parameter STOP_BIT  = 2'b11;
reg [1:0] state = IDLE;
reg [2:0] bitIdx = 3'b0;  
reg [1:0] inputSw = 2'b0;  
reg [3:0] clockCount = 4'b0;  
reg [7:0] receivedData = 8'b0;  
initial begin
    data_received <= 8'b0;
    err <= 1'b0;
    done <= 1'b0;
    busy <= 1'b0;
end
always @(posedge tick ) begin
    inputSw = { inputSw[0], in };
    if (!en) begin
        state = RESET;
    end
    case (state)
        RESET: begin
            data_received <= 8'b0;
            err <= 1'b0;
            done <= 1'b0;
            busy <= 1'b0;
            bitIdx <= 3'b0;
            clockCount <= 4'b0;
            receivedData <= 8'b0;
            if (en) begin
                state <= IDLE;
            end
        end
        IDLE: begin
            done <= 1'b0;
            if (&clockCount) begin
                state <= DATA_BITS;
                out <= 8'b0;
                bitIdx <= 3'b0;
                clockCount <= 4'b0;
                receivedData <= 8'b0;
                busy <= 1'b1;
                err <= 1'b0;
            end else if (!(&inputSw) || |clockCount) begin
                if (&inputSw) begin
                    err <= 1'b1;
                    state <= RESET;
                end
                clockCount <= clockCount + 4'b1;
            end
        end
        DATA_BITS: begin
            if (&clockCount) begin  
                clockCount <= 4'b0;
                receivedData[bitIdx] <= inputSw[0];
                if (&bitIdx) begin
                    bitIdx <= 3'b0;
                    state <= STOP_BIT;
                end else begin
                    bitIdx <= bitIdx + 3'b1;
                end
            end else begin
                clockCount <= clockCount + 4'b1;
            end
        end
        STOP_BIT: begin
            if (&clockCount || (clockCount >= 4'h8 && !(|inputSw))) begin
                state <= IDLE;
                done <= 1'b1;
                busy <= 1'b0;
                data_received <= receivedData;
                clockCount <= 4'b0;
            end else begin
                clockCount <= clockCount + 1;
                if (!(|inputSw)) begin
                    err <= 1'b1;
                    state <= RESET;
                end
            end
        end
        default: state <= IDLE;
    endcase
end
endmodule
==> run.sh <==
#!/bin/bash
# OpenROAD 26Q1-2900-gdf79404cd8, Yosys 0.63+post, stock flow scripts
make -C /OpenROAD-flow-scripts/flow DESIGN_CONFIG=/design/flow/config.mk WORK_HOME=/design/flow/orfs finish
==> config.mk <==
export PLATFORM = sky130hd
export DESIGN_NAME = serial_rx
export DESIGN_NICKNAME = serial_rx
export VERILOG_FILES = /design/flow/design.v
export SDC_FILE = /design/flow/constraint.sdc
export NUM_CORES = 4
export LEC_CHECK = 1
export CORE_UTILIZATION = 30
==> constraint.sdc <==
current_design serial_rx

set clk_period 2.0
set clk_io_pct 0.2

create_clock -name clk0 -period $clk_period [get_ports {tick}]

set non_clock_inputs [all_inputs -no_clocks]
set_input_delay [expr $clk_period * $clk_io_pct] -clock clk0 $non_clock_inputs
set_output_delay [expr $clk_period * $clk_io_pct] -clock clk0 [all_outputs]
==> Changelog: implementation <==
### Changed

- Internal power of the cells: between 0.9 and 1 mW
- Proportion of power drawn by flip-flops and latches: 0.559
- Dominant register cell in the synthesized netlist: sky130_fd_sc_hd__edfxtp_1
- Die height: 67.7 um
- Portion of the post-synthesis area used by sequential elements: 0.603
- Fraction of power consumed by the clock network: 0.364
- Path category of the worst min-delay check: reg -> reg
- Area growth syn-to-layout: 27.1%
- Number of warning messages in the logs: 33
- Leakage power: approximately 0.67 nW
- Critical path capture point type: register
- Vias in the first global route: just under 800
- Slew Limit Fails: 0
- Final setup viols: 0
- Tally of yosys warning messages: 21
- Clk_skew: between 0.001 and 0.0015 ns
- Mean number of vias per cell: approximately 4.7
- Highest net fanout along the worst path: 5
- GRT Util Overall: 0.113
- Post-Synthesis Cells: between 100 and 150
- Post-synthesis cell type with the largest instance count: sky130_fd_sc_hd__edfxtp_1
- Crit Path Category: in -> reg
- Number of input and output port buffers inserted: 12
- Maximum clock frequency: about 540 MHz
- Core Rows: 23
- Post-Place Cells: around 180
- Unrepaired setup endpoints after global routing: false
- Post-synth cell types: 28
- First-pass GRT wire length: approximately 3.7 mm
- Maximum capacitance violations: 0
- Pre-Place Util: 0.317
- DRC Markers: 0
- Top-level port count: 14
- Remaining global-route overflow: 0
- List of most frequent post-synthesis cells: sky130_fd_sc_hd__edfxtp_1 (22), sky130_fd_sc_hd__and2_1 (10), sky130_fd_sc_hd__ha_1 (10), sky130_fd_sc_hd__a21oi_1 (9), sky130_fd_sc_hd__nand2_1 (9)
- Result of the run: finished clean
- Critical path data required time: 2.00 ns
- Violation tally from detailed-route iteration zero: 41
- Maximum VDD drop: ~460 uV
- Area of the die: roughly 0.0046 mm^2
- Post-synth EDFFs: 22
- Flops after synth: 28
- Number of antenna violations at the first check in global routing: 0
- Ratio of cells with drive above 1 in the final layout: 0.159
- Shortest clock period the worst path allows after layout: between 1.5 and 2 ns
- Post-synthesis chip area from yosys: around 0.0013 mm^2
- Async S/R FF share, synth: 0
- Startpoint Class: input port
- Number of detailed-routing iterations run before antenna repair: 4
- Worst slew margin relative to its limit: 0.803
- Portion of total power attributed to combinational logic: 0.076
- Final core area utilization: 0.403
- Worst slew pin tran: around 0.29 ns
- Number of CTS-inserted buffers: 3
- Count of placed standard cells in the final layout, fillers left out: 182
- Average routed wire per standard cell: roughly 12 um
- Clk Tree Root Cell: sky130_fd_sc_hd__clkbuf_8
- Arrival time of data at the critical path endpoint: around 1.9 ns
- Core Box Area: approximately 0.0041 mm^2
- Clock latency at the later pin of the worst-skew pair: approximately 0.27 ns
- Cell Area, Synth: ~0.0013 mm^2
- P_sw: between 0.2 and 0.25 mW
- Clk sinks: 28
- Max Root-Sink Buffers: 2
- Gpl congestion: ~0.82
- Clock-pin slew of the registers on the worst-case setup and hold paths: 0.09 ns
- Count of antenna diodes in the layout: 0
- Antenna-violating nets left: 0
- Final tally of hold violations: 0
- Post-DP HPWL: approximately 1.6 mm
- Final Cycle Share: 0.931
- Routed wire length: 2.13 mm
- TritonCTS clock tree: yes
- Power density of the placed cells: approximately 730 mW/mm^2
- Top cell type by total area after synthesis: sky130_fd_sc_hd__edfxtp_1
- Top cell area share: 0.510
- Switch share: 0.187
- Htree depth: 1
- Average cell area after synthesis: ~12 um^2
- Top cells by area, synth: sky130_fd_sc_hd__edfxtp_1 (51%), sky130_fd_sc_hd__ha_1 (9.7%), sky130_fd_sc_hd__dfxtp_1 (9.3%)
- Pin count of the biggest net entering global routing: 17
- Yosys cell count: roughly 110
- Number of vias after detailed routing: 852
- DIE WIDTH: just under 70 um
-- metrics by stage --
step                      total power [mW]  worst slack [ns]  cell area (um^2)  setup TNS (ns)  hold slack [ns]
final                                 1.20             0.137              1650               0            0.514
after global routing                  1.25            0.0548              1650               0            0.550
after CTS                             1.21             0.101              1640               0            0.507
after detailed placement             0.773            -0.166              1570           -3.91            0.493
after global placement               0.770            -0.165              1570           -3.51            0.463
after floorplan                      0.720             0.150              1290               0            0.447
-- sequential cells by signal, summed over array words and instances, names as in the netlist --
name           count
err                1
data_received      8
receivedData       8
done               1
clockCount         4
state              2
bitIdx             3
busy               1
-- final timing paths --
check,startpoint,to,slack (ns),depth (start not counted)
setup reg to reg,bitIdx[0],receivedData[4],0.32,5
hold reg to reg,clockCount[0],clockCount[0],0.51,1
hold / removal,clockCount[0],clockCount[0],0.51,1
setup / recovery,en,err,0.14,7
-- worst max-delay path, cell delays in order --
cell                              delay, ns
sky130_fd_sc_hd__clkdlybuf4s50_1       0.44
sky130_fd_sc_hd__and2_4                0.17
sky130_fd_sc_hd__buf_4                 0.13
sky130_fd_sc_hd__ha_1                  0.23
sky130_fd_sc_hd__buf_4                 0.16
sky130_fd_sc_hd__a21oi_1               0.17
sky130_fd_sc_hd__and2b_1               0.16
-- logic make-up after synthesis --
group / count (synthesis) / synth area share
DFF: 28 / 0.603
xor gates and xnor gates: 3 / 0.0203
buffers and inverters: 7 / 0.0222
adders and majority gates: 10 / 0.0966
AOI/OAI and AO/OA: 17 / 0.0841
muxes: 1 / 0.0116
and+or+nand+nor: 39 / 0.162
-- power groups by stage --
stage / clock network [mW] / logic, mW / registers (mW)
4_1_cts: 0.447 / 0.0908 / 0.670
5_1_grt: 0.470 / 0.103 / 0.674
6_report: 0.436 / 0.0910 / 0.670
-- layout by cell type (no fill, tap or decap), types with 2 or more instances in the layout --
| master | count |
|---|---|
| sky130_fd_sc_hd__edfxtp_1 | 22 |
| sky130_fd_sc_hd__buf_4 | 14 |
| sky130_fd_sc_hd__clkdlybuf4s50_1 | 12 |
| sky130_fd_sc_hd__ha_1 | 10 |
| sky130_fd_sc_hd__a21oi_1 | 9 |
| sky130_fd_sc_hd__nand2_1 | 9 |
| sky130_fd_sc_hd__and2_1 | 8 |
| sky130_fd_sc_hd__nor2_1 | 7 |
| sky130_fd_sc_hd__dfxtp_1 | 6 |
| sky130_fd_sc_hd__inv_1 | 4 |
| sky130_fd_sc_hd__nand3_1 | 4 |
| sky130_fd_sc_hd__nor3b_1 | 3 |
| sky130_fd_sc_hd__clkbuf_8 | 3 |
| sky130_fd_sc_hd__and2_4 | 2 |
| sky130_fd_sc_hd__xnor2_1 | 2 |
| sky130_fd_sc_hd__and3b_1 | 2 |
-- repair_timing --
item	CTS	global route
setup buffers	0	0
endpoints found under the hold margin	0	0
hold buffers	0	0
resized	0	2
setup endpoints to repair	0	8
-- metal layers --
layer / up-vias / global-route usage / wire length, um
met5: - / 0 / 0
li1: 432 / - / -
met4: 0 / 0.0133 / 25
met2: 14 / 0.168 / 949
met3: 4 / 0.0308 / 80
met1: 402 / 0.175 / 1080
-- area by class of cell --
class | count | area, um^2
Timing Repair Buffer | 26 | 225
Multi-Input combinational cell | 70 | 490
Fill cell | 397 | 2440
Inverter | 4 | 15.0
Sequential cell | 28 | 781
Tap cell | 50 | 62.6
Clock inverter | 1 | 30.0
Clock buffer | 3 | 41.3
Power figures rest on the tool's default switching activity, not on a simulated workload.
